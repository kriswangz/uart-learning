===== flow/config.mk =====
export PLATFORM = sky130hd
export DESIGN_NAME = clk_gen
export DESIGN_NICKNAME = clk_gen
export VERILOG_FILES = /design/flow/design.v
export SDC_FILE = /design/flow/constraint.sdc
export NUM_CORES = 4
export LEC_CHECK = 1
export CORE_AREA = 10 10 90 90
export DIE_AREA = 0 0 100 100

===== flow/constraint.sdc =====
current_design clk_gen

set clk_period 2.3
set clk_io_pct 0.2

create_clock -name clk0 -period $clk_period [get_ports {clk}]

set non_clock_inputs [all_inputs -no_clocks]
set_input_delay [expr $clk_period * $clk_io_pct] -clock clk0 $non_clock_inputs
set_output_delay [expr $clk_period * $clk_io_pct] -clock clk0 [all_outputs]

===== flow/design.v =====
`timescale 1ns/1ps
module clk_gen#(
    parameter   CLK_FREQ=50_000_000,  
                BAUD_RATE=9600        
    )
(
    input   clk,
    input   rst,
    input   uart_en,
    output reg bps_clk
    );
localparam  BPS_CNT =    CLK_FREQ/BAUD_RATE-1;
localparam  BPS_WD  =    clogb2(BPS_CNT);
localparam  START = 1'b1;
localparam  STOP  = 1'b0;
function integer clogb2 (input integer bit_depth);
    begin
        for(clogb2=0; bit_depth>0; clogb2=clogb2+1)
            bit_depth = bit_depth>>1;
    end
endfunction
reg [BPS_WD-1 : 0] cnt;
reg cstate;
reg nstate;
always @(posedge clk or posedge rst)
    if (rst)
        cstate <= 'b0;
    else 
       cstate <= nstate; 
always @(*) 
    case(cstate)
        START: nstate =  uart_en ?  START: STOP;
        STOP : nstate = (!uart_en)? STOP : START;
        default:  nstate = STOP;
    endcase
always @(posedge clk or posedge rst)
    if (rst)
        cnt <= {BPS_WD{1'b0}};
    else if (STOP) 
        cnt <= {BPS_WD{1'b0}};
    else if(cnt == BPS_CNT)
        cnt <= {BPS_WD{1'b0}};
    else
        cnt <=  cnt + 'd1;
always @(posedge clk or posedge rst)
    if (rst)
        bps_clk <= 1'b0;
    else if (cnt == 'd1)
        bps_clk <= 1'b1;
    else 
        bps_clk <= 1'b0;
endmodule

===== flow/run.sh =====
#!/bin/bash
# OpenROAD 26Q1-2900-gdf79404cd8, Yosys 0.63+post, stock flow scripts
make -C /OpenROAD-flow-scripts/flow DESIGN_CONFIG=/design/flow/config.mk WORK_HOME=/design/flow/orfs finish

==> summary.rpt <==
IMPLEMENTATION SUMMARY REPORT
----------------------------------------------------
[Route]
  DRT Pass-1 Iters ........................ 2
  Ant. Diodes ........................ 0
  Initial DRC Count ........................ 13
  Average wire per cell in the routed design ........................ 8.200 um
  Routed wire length ........................ around 1200 um
  Via density per instance ........................ 3.241
  Via count ........................ 470
  Routed Antenna Nets ........................ 0
  Remaining DRCs ........................ 0

[Worst setup path]
  Req. time, crit path ........................ 2.41 ns
  Worst Setup Start Kind ........................ register
  Critical path arrival ........................ 1.86 ns
  Endpoint class of the critical path ........................ register
  WS Path Type ........................ reg2reg
  Max FO, Critical Path ........................ 7

[Finish]
  Most common cell after layout, fill and taps aside ........................ sky130_fd_sc_hd__dfrtp_1
  P&R area growth vs syn ........................ 24.19%
  Final-layout fill cell count ........................ 687
  Highest-count cells in the layout ignoring fill and taps ........................ sky130_fd_sc_hd__dfrtp_1, sky130_fd_sc_hd__xnor2_1, sky130_fd_sc_hd__nand3_1
  Share of layout cells above drive strength 1 ........................ 0.1029
  Final standard cell utilization of the core ........................ 0.1371

[Flow run]
  Count of max-cap constraint violations ........................ 0
  Tool warnings ........................ 27

[Global route]
  GR Overflow Total ........................ 0
  Maximum number of pins on one net before global-route repair ........................ 15
  Via count of the first global-routing pass ........................ 464
  Number of antenna violations at the first check in global routing ........................ 0
  First-pass GRT wire length ........................ ~2100 um
  Global-route usage over all layers ........................ 0.02402

[Power]
  Static power due to leakage ........................ 0.3373 nW
  Pwr Density ........................ 567.8 mW/mm^2
  Worst ir drop on vdd ........................ 493.5 uV

[Logic synthesis]
  Number of warnings reported in the yosys synthesis log ........................ 1
  Leading register cell type out of synthesis ........................ sky130_fd_sc_hd__dfrtp_1
  Area share of the largest cell type after synthesis ........................ 0.5054
  Synth Cell Area ........................ approximately 690 um^2
  Flip-flops with a built-in enable ........................ 0
  Number of instances in the synthesized netlist ........................ around 63
  Biggest area contributors in the synthesized netlist ........................ sky130_fd_sc_hd__dfrtp_1, sky130_fd_sc_hd__xnor2_1, sky130_fd_sc_hd__and4_1
  Mean cell area of the mapped netlist ........................ 11.00 um^2
  Post-synthesis cell count from yosys ........................ 63
  Number of library cell types mapped by synthesis ........................ 25
  Register share after synthesis ........................ 0.5054
  Yosys synthesis chip area ........................ 693.2 um^2
  Async set-reset flop share out of synthesis ........................ 1.000
  Post-synthesis cell type with the largest combined area ........................ sky130_fd_sc_hd__dfrtp_1
  Synth flops ........................ 14

[Clocking]
  Clock root cell ........................ sky130_fd_sc_hd__clkbuf_8
  # hold bufs at CTS ........................ 0
  Number of H-tree levels ........................ 1
  Clock network latency to the later pin of the worst-skew pair ........................ 0.24 ns
  Number of buffers added by the clock tree synthesis step ........................ 3
  Sinks on the clock net ........................ 14
  TritonCTS clock tree ........................ yes
  Setup fix buffers added after clock tree synthesis ........................ 0
  Count of instances resized after the clock tree is built ........................ 0
  Clock Tree Buf Depth ........................ 2
  Post-CTS clock slew at the launch and capture registers of the worst setup and hold paths ........................ around 0.060 ns

[Final timing]
  Post-layout period usage of the worst path ........................ 0.7601
  Slew Viols, Final ........................ 0
  Actual slew at the worst max-slew pin ........................ 0.5183 ns
  Setup_tns ........................ 0 ns
  Max transition margin ........................ 0.6541
  Top achievable clock speed ........................ 572.0 MHz
  Clk_skew ........................ about 0.00082 ns
  Setup-failing EPs final ........................ 0
  Crit path time final ........................ 1.748 ns
  Final Hold Fails ........................ 0
  RSZ-0062 raised after global routing ........................ no

[Die]
  IO Pins ........................ 4
  Horizontal die dimension ........................ ~100 um
  FP Util ........................ 0.1104
  Area inside the core boundary ........................ 0.006277 mm^2
  Std-Cell Rows ........................ 29
  Chip Height ........................ 100 um
  Die Size ........................ 0.01000 mm^2

[Placement]
  Total of buffers placed on input and output ports ........................ 2
  DPL Wire Length ........................ 840.9 um
  Final RePlAce weighted congestion ........................ between 0.7 and 0.8

[Status]
  Outcome ........................ finished clean

[Worst hold path]
  Min-Delay Path Class ........................ reg2reg

----------------------------------------------------
-- Yosys cell counts, types with 2 or more instances --
| master | instances |
|---|---|
| sky130_fd_sc_hd__nand2_1 | 3 |
| sky130_fd_sc_hd__ha_1 | 2 |
| sky130_fd_sc_hd__xnor2_1 | 5 |
| sky130_fd_sc_hd__nand4_1 | 2 |
| sky130_fd_sc_hd__dfrtp_1 | 14 |
| sky130_fd_sc_hd__inv_1 | 2 |
| sky130_fd_sc_hd__xor2_1 | 3 |
| sky130_fd_sc_hd__nand3_1 | 5 |
| sky130_fd_sc_hd__nand2b_1 | 2 |
| sky130_fd_sc_hd__nor2_1 | 4 |
| sky130_fd_sc_hd__and2_1 | 2 |
| sky130_fd_sc_hd__nand3b_1 | 2 |
| sky130_fd_sc_hd__and4_1 | 4 |
| sky130_fd_sc_hd__nor3_1 | 2 |
-- worst paths after layout --
| path | startpoint | end | cells past startpoint | slack, ns |
|---|---|---|---|---|
| max in group asynchronous | rst | cnt[5] | 2 | 1.41 |
| min | cnt[8] | cnt[8] | 1 | 0.49 |
| max | cnt[5] | cnt[6] | 3 | 0.55 |
| max reg2reg | cnt[5] | cnt[6] | 3 | 0.55 |
| min reg2reg | cnt[8] | cnt[8] | 1 | 0.49 |
| min in group asynchronous | rst | cnt[12] | 2 | 0.55 |
-- sequential cells by signal (all words and copies together) (netlist names) --
name	flops
bps_clk	1
cnt	13
-- routing by layer --
metal | GRT usage | vias up | wire length (um)
met5 | 0 | - | 0
met4 | 0.005435 | 0 | 37
met3 | 0.008328 | 2 | 58
met2 | 0.03733 | 7 | 496
met1 | 0.03153 | 223 | 596
li1 | - | 238 | -
-- layout make-up --
class	count	area (um^2)	share of cell area
sequential	14	350.3	0.4070
multi-input combinational	46	331.6	0.3852
tap	77	96.34	0.1119
clock buffer	4	55.05	0.06395
timing repair buffer	2	20.02	0.02326
inverter	2	7.507	0.008721
-- critical path, cell delays in order, from the launching register on --
cell,delay (ns)
sky130_fd_sc_hd__dfrtp_1,0.45
sky130_fd_sc_hd__or4_4,0.56
sky130_fd_sc_hd__nor4_4,0.46
sky130_fd_sc_hd__o21ai_1,0.14
-- cell families (layout without fill, tap and decap cells) --
logic type	count (synthesis)	count (layout)	synth area share
buf+inv	3	8	0.01624
simple gates	31	31	0.2888
xor+xnor	8	8	0.1011
fa+ha+maj	2	2	0.03610
flops	14	14	0.5054
compound gates	5	5	0.05235
-- power by group --
group | switching, mW | internal (mW) | leakage, nW | total [mW]
Combinational | 0.00464 | 0.00157 | 0.123 | 0.00621
Clock | 0.0847 | 0.151 | 0.0288 | 0.236
Sequential | 0 | 0.246 | 0.186 | 0.246
Total | 0.0893 | 0.399 | 0.337 | 0.489
-- metrics by stage --
step	setup slack (ns)	std cells	instance area [um^2]	total power, mW	hold slack [ns]
global route	0.4899	145	860.8	0.5133	0.5337
floorplan	0.7332	63	693.2	0.2545	0.3492
detailed placement	0.5783	141	805.8	0.2576	0.4897
global placement	0.5587	141	805.8	0.2576	0.4839
CTS	0.5570	145	860.8	0.4998	0.4981
finish	0.5518	145	860.8	0.4888	0.4920
Power figures rest on the tool's default switching activity, not on a simulated workload.
