==> ./design.v <==
`timescale 1ns/1ps
module uart_tx#(
    parameter   CLK_FREQ    =   50_000_000,  
                BAUD_RATE   =   9600,        
                PARITY_MODE =   "None",      
                FRAME_WD    =   8            
    )
(
    input                       clk,
    input                       rst,
    input                       bps_clk,  
    input                       send,
    input   [FRAME_WD-1 : 0]    din,
    output  reg                 tx_done,
    output  reg                 busy,
    output  reg                 tx
    );
localparam  IDLE    =   6'b00_0000,
            READY   =   6'b00_0001,
            START   =   6'b00_0010,
            SHIFT   =   6'b00_0100,
            PARITY  =   6'b00_1000,
            STOP    =   6'b01_0000,
            DONE    =   6'b10_0000;
wire    [1:0]   parity_mode;
generate 
    if(PARITY == "None") assign parity_mode = 2'b00;
    else if (PARITY == "Even") assign parity_mode = 2'b01;
    else  assign parity_mode = 2'b10;
endgenerate 
reg     [FRAME_WD-1 : 0]            data_reg;
reg     [clogb2(FRAME_WD-1)-1 : 0]  cnt;
reg                                 parity_even;
reg     [5:0]                       cstate;
reg     [5:0]                       nstate;
always @(posedge clk or posedge rst) begin
    if (rst) begin
        cnt <= 'd0;        
    end
    else if (cstate == SHIFT && bps_clk == 1'b1) begin
        if(cnt == FRAME_WD -1) cnt <= 'd0;
        else cnt <= cnt + 'd1;
    end
    else cnt <= cnt;
end
always @(posedge clk or posedge rst)
    if (rst)
        cstate <= IDLE;
    else 
       cstate <= nstate; 
always @(*) 
    case(cstate)
        IDLE    :       nstate = send           ? READY : IDLE;
        READY   :       nstate = (bps_clk == 1) ? START : READY;
        START   :       nstate = (bps_clk == 1) ? SHIFT : START;
        SHIFT   :       nstate = (bps_clk == 1 && cnt == FRAME_WD -1) ? PARITY : SHIFT;
        PARITY  :       nstate = (bps_clk == 1) ? STOP  : PARITY;
        STOP    :       nstate = (bps_clk == 1) ? DONE  : STOP;
        DONE    :       nstate = IDLE;
        default :       nstate = IDLE;
    endcase
always @(posedge clk or posedge rst)
    if(rst)begin
        data_reg    <= 'd0;
        tx          <=  1'b1;
        tx_done     <=  1'b0;
        busy        <=  1'b0;
        parity_even <=  1'b0;
    end
    else begin
        case(cstate)
            IDLE    :   begin
                            data_reg    <=  'd0;
                            tx_done     <=  1'b0;
                            busy        <=  1'b0;
                            tx          <=  1'b1;
                        end
            READY   :   begin
                            data_reg    <=  'd0;
                            tx_done     <=  1'b0;
                            tx          <=  1'b1;
                            busy        <=  1'b1;
                        end
            START   :   begin
                            data_reg    <=  din;
                            tx_done     <=  1'b0;
                            parity_even <=  ^din;  
                            tx          <=  1'b1;
                            busy        <=  1'b1;
                        end
            SHIFT   :   begin
                            if(bps_clk == 1) begin
                                data_reg    <=  {1'b0, data_reg[FRAME_WD-1:1]};
                                tx          <=  data_reg[0];
                            end
                                data_reg    <=  data_reg;
                                tx          <=  tx;
                                tx_done     <=  1'b0;
                                busy        <=  1'b1;
                        end
            PARITY  :   begin
                            data_reg    <=  data_reg;
                            case(parity_mode)
                                2'b00 : tx <= 1'b1;
                                2'b01 : tx <= parity_even;
                                2'b10 : tx <= !parity_even;
                                default : tx <= 1'b1;
                            endcase
                            tx_done     <=  1'b0;
                            busy        <=  1'b1;
                        end
            STOP    :   begin
                            tx_done     <=  1'b0;
                            tx          <=  1'b1;
                            busy        <=  1'b1;                        
                        end
            DONE    :   begin
                            tx_done     <=  1'b1;
                            tx          <=  1'b1;
                            busy        <=  1'b0;                        
                        end
            default :   begin
                            data_reg    <=  'd0;
                            tx_done     <=  1'b0;
                            tx          <=  1'b1;
                            parity_even <=  1'b0;
                            busy        <=  1'b0; 
                        end
        endcase
    end
function integer clogb2 (input integer bit_depth);
    begin
        for(clogb2=0; bit_depth>0; clogb2=clogb2+1)
            bit_depth = bit_depth>>1;
    end
endfunction
endmodule
==> ./run.sh <==
#!/bin/bash
# OpenROAD 26Q1-2900-gdf79404cd8, Yosys 0.63+post, stock flow scripts
make -C /OpenROAD-flow-scripts/flow DESIGN_CONFIG=/design/flow/config.mk WORK_HOME=/design/flow/orfs finish
==> ./config.mk <==
export PLATFORM = sky130hd
export DESIGN_NAME = uart_tx
export DESIGN_NICKNAME = uart_tx
export VERILOG_FILES = /design/flow/design.v
export SDC_FILE = /design/flow/constraint.sdc
export NUM_CORES = 4
export LEC_CHECK = 1
export CORE_AREA = 10 10 72 72
export DIE_AREA = 0 0 82 82
==> ./constraint.sdc <==
current_design uart_tx

set clk_period 2.3
set clk_io_pct 0.2

create_clock -name clk0 -period $clk_period [get_ports {clk}]

set non_clock_inputs [all_inputs -no_clocks]
set_input_delay [expr $clk_period * $clk_io_pct] -clock clk0 $non_clock_inputs
set_output_delay [expr $clk_period * $clk_io_pct] -clock clk0 [all_outputs]
==> changes_impl.md <==
### Metrics

- Setup crit start kind: flop
- Avg Inst Size Synth: 11.93 um2
- Status: completed
- Clk latency of the worst-skew pair: 0.24 ns
- CTS clk-pin slew, worst paths: 0.06 ns
- Detailed Place HPWL: 854.1 um
- # Cells Yosys: 52
- Post-CTS Setup Inserts: 0
- Worst hold path type: flop to flop
- CP peak stage delay: 0.52 ns
- First-pass GRT wire length: 1.869 mm
- Setup_tns: 0 ns
- Power Dens Cells: 918.7 nW/um2
- Area of the mapped netlist: 620.6 um2
- Vias in the first global route: 408
- CP endpoint kind: output port
- FP Rows: 22
- Setup Viol. Count Final: 0
- Initial drt markers: 33
- Final period util: 72.96%
- Chip area: 6724 um2
- GPL Wtd Cong: 0.7314
- Cell total after placement: 113
- Final instance area: 870.8 um2
- Tool warnings: 25
- Worst-path cell with the longest stage delay: dfstp_2
- Seq/Total Area, Yosys: 56.85%
- Post-synth regs: 14
- Initial antenna violation count: 0
- Root Buffer: clkbuf_8
- Buffers on Ports: 14
- Die Y-Extent: 82 um
- Die width: 82 um
- Synth warn: 1
- Library cells used by synthesis: 18
- Synth area leader: dfrtp_1
- Antenna Violating Nets Remaining: 0
- CP cell instances: clkdlybuf4s50_1
- Ys async rst share: 100.0%
- Via density: 3.393
- Resized cells post-CTS: 0
- Floorplan utilization: 16.82%
- Clock buffer depth: 2
- Largest net degree at the start of global routing: 15
- Htree depth: 1
- Total power draw: 800.0 uW
- Max-area cell share: 48.39%
- DP Worst Slack: 0.6184 ns
- Total track usage: 3.394%
- Slew HR: 65.54%
- Via count: 397
- Most common cell in the netlist: dfrtp_1
- Synth cell count leaders: dfrtp_1 (12), xnor2_1 (7), nand2_1 (6)
- Largest delay share family, worst path: flip-flops
- Drt pass-1 iters: 2
- Max Clk Rate: 595.9 MHz
- Synth area leaders: dfrtp_1 (48%), xnor2_1 (9.9%), mux2_2 (9.1%), dfstp_2 (8.5%), ha_1 (4.0%)
- Crit-path max FO: 2
- GRT overflow: 0
- Mapped Cells: 52
- Final WL: 1.068 mm
- Area post-placement: 815.8 um2
- Clock skew: 0.001476 ns
- CTS buffer count: 3
- Diodes inserted: 0
- Max Cap Viol: 0
- CP required: 1.84 ns
- Boundary pin count: 15
- VDD IR max: 190.5 uV
- Worst-margin pin slew: 0.5163 ns
- CTS Hold Buffers Added: 0
- Setup ws final: 0.6220 ns
- Min cycle time layout: 1.678 ns
- P_leak: 0.0003753 uW
- WS Path Type: flop to output port
- CTS tree: done
- Layout area overhead: 40.32%
- Final cell count without fillers: 117
- Final Hold Violating Endpoints: 0
- Commonest flop: dfrtp_1
- Area reported by Yosys stat: 620.6 um2
- CTS sink count: 14
- WL/cell: 9.128 um
- Final-report max-slew violation count: 0
- Critical Path AT: 1.22 ns
- DRC violations left: 0
- Number of flops mapped to enable cells by yosys: 0
- Crit path buf inv count: 1
- RSZ-0062 raised after global routing: no
- Share of cells above drive strength 1: 17.39%
- Core footprint: 3689 um2
==> final timing paths <==
check	start	end	slack [ns]	cells past startpoint
max reg2reg	cnt[0]	cnt[2]	1.05	3
min in group asynchronous	rst	cstate[6]	0.55	2
min	cstate[1]	tx_done	0.41	0
max in group asynchronous	rst	cstate[0]	1.39	2
max	tx	tx	0.62	1
min reg2reg	cstate[1]	tx_done	0.41	0
==> layout make-up <==
cell class / instances / area (um2)
inverter: 4 / 15.01
clock buffer: 4 / 55.05
tap: 48 / 60.06
multi-input combinational: 33 / 247.7
fill: 390 / 2818
timing repair buffer: 14 / 140.1
sequential: 14 / 352.8
==> metal layers <==
layer	GRT usage [%]	routed length, um	vias up
li1	-	-	205
met1	4.704	500	179
met2	4.389	425	13
met3	2.203	141	0
met4	0.5102	0	0
met5	0	0	-
==> report_power, final <==
group | internal (uW) | switching, uW | leakage (uW) | total (uW)
clock | 151 | 83.7 | 0.0000288 | 235
sequential | 314 | 46.3 | 0.000178 | 361
combinational | 126 | 78.8 | 0.000168 | 204
==> cell usage in the layout (no fill, tap or decap) <==
master	synthesis	final
clkbuf_8	0	4
mux2_2	5	5
inv_1	4	4
dfrtp_1	12	12
nor2_1	1	1
a22o_1	1	1
nor4_2	1	1
o21ai_1	1	1
ha_1	2	2
and2_1	1	1
a21o_1	2	2
xnor2_1	7	7
nand3_1	2	2
dfstp_2	2	2
nor3_1	1	1
nand2_1	6	6
nand2b_1	1	1
o21ai_0	2	2
clkdlybuf4s50_1	0	14
==> stage by stage <==
step / utilization, % / hold slack [ns]
floorplan: - / 0.3478
global placement: 22.12 / 0.3905
detailed placement: 22.12 / 0.3968
CTS: 23.61 / 0.4097
global route: 23.61 / 0.4196
finish: 23.61 / 0.4128
==> logic make-up after synthesis <==
family | share of synthesized area [%]
and+or+nand+nor | 10.68
muxes | 9.072
DFF | 56.86
adders and majority gates | 4.032
AOI/OAI and AO/OA | 6.249
buffers and inverters | 3.224
xor gates and xnor gates | 9.879
Power is estimated from default activity; no workload was simulated.
